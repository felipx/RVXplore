==> ./config.mk <==
export PLATFORM = sky130hd
export DESIGN_NAME = comparator
export DESIGN_NICKNAME = comparator
export VERILOG_FILES = /design/flow/design.v
export SDC_FILE = /design/flow/constraint.sdc
export NUM_CORES = 4
export LEC_CHECK = 1
export CORE_AREA = 10 10 70 70
export DIE_AREA = 0 0 80 80
==> ./constraint.sdc <==
current_design comparator

set clk_period 1.5
set clk_io_pct 0.2

create_clock -name clk0 -period $clk_period

set non_clock_inputs [all_inputs -no_clocks]
set_input_delay [expr $clk_period * $clk_io_pct] -clock clk0 $non_clock_inputs
set_output_delay [expr $clk_period * $clk_io_pct] -clock clk0 [all_outputs]
==> ./design.v <==
interface data_req_if #(
    parameter int unsigned DataWidth = 32,
    parameter int unsigned AddrWidth = 32
);
    logic                 valid;
    logic                 ready;
    logic [AddrWidth-1:0] addr;
    logic [DataWidth-1:0] data;
    logic                 wr;
    logic                 rd;
    modport in  (
        input valid,
        output ready,
        input addr,
        input data,
        input wr,
        input rd
    );
    modport out (
        output valid,
        input ready,
        output addr,
        output data,
        output wr,
        output rd
    );
endinterface
interface data_res_if #(
    parameter int unsigned DataWidth = 64
);
    logic                 valid;
    logic                 ready;
    logic                 error;
    logic [DataWidth-1:0] data;
    modport in  (
        input valid,
        output ready,
        input error,
        input data
    );
    modport out (
        output valid,
        input ready,
        output error,
        output data
    );
endinterface
interface tag_data_if #(
    parameter int unsigned TagWidth = 18
);
    logic [TagWidth-1:0] tag;
    logic                valid;
    modport in  (
        input tag,
        input valid
    );
    modport out (
        output tag,
        output valid
    );
endinterface
interface axi_req_if #(
    parameter int unsigned AddrWidth = 32,
    parameter int unsigned DataWidth = 64
);
    logic                 valid;
    logic                 done;
    logic                 ready;
    logic [AddrWidth-1:0] addr;
    logic [DataWidth-1:0] data;
    modport master (
        output valid,
        output done,
        input  ready,
        output addr,
        output data
    );
    modport slave (
        input  valid,
        input  done,
        output ready,
        input  addr,
        input  data
    );
endinterface  
interface mem_if #(
    parameter int unsigned NumBanks     = 4,
    parameter int unsigned DataBusWidth = 64,
    parameter int unsigned AddrWidth    = 10
);
    logic [NumBanks-1:0]         en;
    logic [(DataBusWidth/8)-1:0] we;
    logic [AddrWidth-1:0]        addr;
    logic [DataBusWidth-1:0]     din;
    logic [DataBusWidth-1:0]     dout[NumBanks];
    modport master (
        output en,
        output we,
        output addr,
        output din,
        input  dout
    );
    modport slave (
        input  en,
        input  we,
        input  addr,
        input  din,
        output dout
    );
endinterface  
module comparator #(
    parameter int unsigned DataWidth = 32
) (
    input  [DataWidth-1:0] a_i,
    input  [DataWidth-1:0] b_i,
    output                 comp_o
);
    assign comp_o = (a_i == b_i) ? 1'b1 : 1'b0;
endmodule
==> ./run.sh <==
#!/bin/bash
# OpenROAD 26Q1-2900-gdf79404cd8, Yosys 0.63+post, stock flow scripts
make -C /OpenROAD-flow-scripts/flow DESIGN_CONFIG=/design/flow/config.mk WORK_HOME=/design/flow/orfs finish
==> run notes <==
fresh numbers from the pnr run: WS Path Type=in -> out, Starting DRT DRC Count=0, # clk buffers=0, share of layout cells above drive strength 1=0.426, drt pass-1 iters=1, Final setup viols=1, critical path data required time=approximately 1.2 ns, Die Width=80 µm, HP Class=in -> out, number of global-route vias before repair=around 610, Max Fanout on Critical Path=1, pwr/cell area=approximately 220 nW/µm², WP data arrival=1.23 ns, Ports=65, Post-Syn Area=between 300 and 400 µm², GRT Overall Usage=0.0540, most frequent cells in the layout=36 x buf_2, 31 x xor2_1, 20 x clkdlybuf4s15_1, Yosys cell types=4, Fill cells=401, total global routing overflow=0, Routed Wire Length=between 1.5 and 2 mm, Yosys Chip Area=347 µm², initial antenna violation count=0, Worst Tran Pin Value=0.259 ns, Hold-fix buffers, CTS=0, Final Hold Fails=0, Hold Crit Depth=6, OpenROAD warning count=34, post-layout util=0.264, GP Congestion=0.814, core area=~3400 µm², Mapped Cells=43, Seq cells=0, register area=0 µm², Max-Cap Viols=0, post-route cell area=about 900 µm², Worst setup EP type=output pin, relative slew slack=0.825, failing checks=negative setup slack, Vias=553, first-pass GRT wire length=2.86 mm, RSZ-0062 raised after global routing=yes, dpl cell area=between 1000 and 1500 µm², Initial Util=0.101, chip area=6400 µm², Vias/cell=3.59, Commonest Layout Cell=buf_2, Final ANT Viol Nets=0, final worst setup slack=-0.0279 ns, minimum clock period=1.53 ns, status=finished with violations, Ys Warns=0, Post-synth seq share=0, period utilization=1.02, num rows=21, pin count of the biggest net entering global routing=2, Die Ht=80 µm, IO Port Bufs=roughly 65, postcts setup bufs=0, synthesized area per cell=slightly above 8 µm², post-DP HPWL=1.83 mm, # DRC=0, Area Overhead vs Synth=160%, fmax=~650 MHz, critical path launch point type=input pin, cell count in the Yosys report=43, Slew Limit Fails=0, diode count=0, P_leak=around 0.43 nW, worst vdd ir=approximately 0.056 mV, mean routed wirelength per cell=12.6 µm
[per-stage QoR]
stage	worst slack [ns]	power [W]	cells	setup TNS, ns	hold WS, ns
after floorplan	0.331	0.0000604	43	0	0.834
after global placement	-0.856	0.000247	154	-0.856	1.75
after detailed placement	-0.869	0.000250	154	-0.869	1.74
after CTS	-0.0736	0.000190	154	-0.0736	1.11
after global routing	-0.127	0.000216	154	-0.127	1.13
final	-0.0279	0.000196	154	-0.0279	1.09
[cells in the mapped netlist]
cell      n  area share
nor2_1    1       0.011
nor4_1    8        0.14
nand4_1   2       0.036
xor2_1   32        0.81
[area by class of cell]
type / count / area (µm²) / share of cell area
timing repair buffer: 65 / 465 / 0.516
multi-input combinational: 43 / 379 / 0.420
tap: 46 / 57.6 / 0.0638
[worst max-delay path, stage by stage]
cell,delay [ns]
buf_6,0.09
xor2_1,0.16
nor4_2,0.30
nand4_1,0.15
nor2_1,0.12
buf_2,0.11
[path summary, 6_finish.rpt]
kind | startpoint | to | slack, ns
setup / recovery | a_i[13] | comp_o | -0.03
hold / removal | a_i[20] | comp_o | 1.09
[power by group]
| part | internal [W] | switching, W |
|---|---|---|
| Sequential | 0 | 0 |
| Clock | 0 | 0 |
| Combinational | 0.000123 | 0.0000726 |
| Total | 0.000123 | 0.0000726 |
[cell families (layout without fill, tap and decap cells)]
group                  Yosys count  in the layout  synth area share
AND/OR/NAND/NOR                 11             11             0.191
buffers and inverters            0             65                 0
XOR/XNOR                        32             32             0.809
[repair_timing]
item                                   4_1_cts  5_1_grt
setup endpoints to repair                    1        1
resized                                    183        9
gates cloned                                 0        0
endpoints found under the hold margin        0        0
pin swaps                                   40        7
[metal layers]
layer	GRT usage	routed length, µm
met5	0	0
met4	0	0
met3	0.0307	325
met2	0.0795	604
met1	0.0712	1020
Power figures rest on the tool's default switching activity, not on a simulated workload.
