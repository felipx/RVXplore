--- /design/flow/config.mk ---
export PLATFORM = sky130hd
export DESIGN_NAME = mux_one_hot_flat
export DESIGN_NICKNAME = mux_one_hot_flat
export VERILOG_FILES = /design/flow/design.v
export SDC_FILE = /design/flow/constraint.sdc
export NUM_CORES = 4
export LEC_CHECK = 1
export CORE_AREA = 10 10 72 72
export DIE_AREA = 0 0 82 82
--- /design/flow/constraint.sdc ---
current_design mux_one_hot_flat

set clk_period 1.2
set clk_io_pct 0.2

create_clock -name clk0 -period $clk_period

set non_clock_inputs [all_inputs -no_clocks]
set_input_delay [expr $clk_period * $clk_io_pct] -clock clk0 $non_clock_inputs
set_output_delay [expr $clk_period * $clk_io_pct] -clock clk0 [all_outputs]
--- /design/flow/design.v ---
interface data_req_if #(
    parameter int unsigned DataWidth = 32,
    parameter int unsigned AddrWidth = 32
);
    logic                 valid;
    logic                 ready;
    logic [AddrWidth-1:0] addr;
    logic [DataWidth-1:0] data;
    logic                 wr;
    logic                 rd;
    modport in  (
        input valid,
        output ready,
        input addr,
        input data,
        input wr,
        input rd
    );
    modport out (
        output valid,
        input ready,
        output addr,
        output data,
        output wr,
        output rd
    );
endinterface
interface data_res_if #(
    parameter int unsigned DataWidth = 64
);
    logic                 valid;
    logic                 ready;
    logic                 error;
    logic [DataWidth-1:0] data;
    modport in  (
        input valid,
        output ready,
        input error,
        input data
    );
    modport out (
        output valid,
        input ready,
        output error,
        output data
    );
endinterface
interface tag_data_if #(
    parameter int unsigned TagWidth = 18
);
    logic [TagWidth-1:0] tag;
    logic                valid;
    modport in  (
        input tag,
        input valid
    );
    modport out (
        output tag,
        output valid
    );
endinterface
interface axi_req_if #(
    parameter int unsigned AddrWidth = 32,
    parameter int unsigned DataWidth = 64
);
    logic                 valid;
    logic                 done;
    logic                 ready;
    logic [AddrWidth-1:0] addr;
    logic [DataWidth-1:0] data;
    modport master (
        output valid,
        output done,
        input  ready,
        output addr,
        output data
    );
    modport slave (
        input  valid,
        input  done,
        output ready,
        input  addr,
        input  data
    );
endinterface  
interface mem_if #(
    parameter int unsigned NumBanks     = 4,
    parameter int unsigned DataBusWidth = 64,
    parameter int unsigned AddrWidth    = 10
);
    logic [NumBanks-1:0]         en;
    logic [(DataBusWidth/8)-1:0] we;
    logic [AddrWidth-1:0]        addr;
    logic [DataBusWidth-1:0]     din;
    logic [DataBusWidth-1:0]     dout[NumBanks];
    modport master (
        output en,
        output we,
        output addr,
        output din,
        input  dout
    );
    modport slave (
        input  en,
        input  we,
        input  addr,
        input  din,
        output dout
    );
endinterface  
module mux_one_hot_flat #(
    parameter int unsigned DataWidth = 32,
    parameter int unsigned NumInputs = 4
) (
    input  wire  [NumInputs*DataWidth-1:0] data_i,
    input  wire  [NumInputs-1:0]           sel_i,
    output logic [DataWidth-1:0]           data_o
);
    always_comb begin
        data_o = '0;
        for (int i = 0; i < NumInputs; i++) begin
            if (sel_i[i])
                data_o |= data_i[i*DataWidth +: DataWidth];
        end
    end
endmodule
--- /design/flow/run.sh ---
#!/bin/bash
# OpenROAD 26Q1-2900-gdf79404cd8, Yosys 0.63+post, stock flow scripts
make -C /OpenROAD-flow-scripts/flow DESIGN_CONFIG=/design/flow/config.mk WORK_HOME=/design/flow/orfs finish
==> results.yml <==
# yosys + openroad results
pwr:
  powerDensity_mw_per_mm2: 309
  power.total_mw: 0.792
  p_leak_nw: 1.47
  ir_drop_uv: 226
finish:
  drive_gt1_share_pct: 29.1
  mostFrequentLayoutCell: "dlygate4sd2_1"
  clockBufferCount: 0
  nFillCells: 316
  flops: 0
  syn_to_final_growth_pct: 267
  regArea_um2: 0
  mi_logic_area_um2: 736
  final_cell_mix: "dlygate4sd2_1 (96), a22oi_1 (37), buf_2 (34)"
synth:
  ys_cells: 108
  syn_area_um2: 698
  ys_seq_share_pct: 0
  syn_inst: 108
  synthMuxAreaShare_pct: 0
  syn_avg_cell_area_um2: 6.46
  ys_chip_area_um2: 698
  ys.warnings.count: 1
  synth_cell_types: 4
  fa_ha_area_share_pct: 0
  xor_area_share_pct: 0
  ys_sh_simple_pct: 17.2
  synthAoiAreaFrac_pct: 68.8
  top_logic_kind: "AND-OR/OR-AND gates"
min_path:
  hp-class: "input pin to output pin"
  whs_path_depth: 4
  holdPathEnd: "data_o[24]"
  worstHoldStart: "data_i[56]"
worst_setup_path:
  critPathLaunch: "sel_i[1]"
  crit_type: "input pin to output pin"
  crit_path_max_fanout: 6
  worst_ep_required_time_ns: 0.96
  critPathCaptureType: "output pin"
  crit_slowest_cell: "clkbuf_16"
  cp_cell_sequence: "buf_4 -> clkbuf_16 -> a22oi_1 -> nand2_1 -> buf_2"
  crit_path_max_incr_delay_ns: 0.16
  arrival_ns: 0.92
  critPathLaunchType: "input pin"
run:
  cap_violations: 0
  warning_count: 33
final_timing:
  setup_viol_count_final: 0
  final.setup.tns_ns: 0
  min_period_ns: 1.16
  slew_headroom_pct: 87.6
  max_freq_mhz: 864
  fin_crit_sh_pct: 96.5
  slew_violations: 0
  finalHoldViolations: 0
  worstMarginPinSlew_ns: 0.185
placed_design:
  gp_congestion: 0.861
  dp_hpwl_mm: 5.14
  port_buffers: 164
drt:
  routed_wl_mm: 6.63
  met3_length_um: 874
  post_drt_via_cell_ratio: 4.88
  drtIter0Drc: 43
  dr_wl_met2_mm: 3.28
  drc: 0
  wl_per_cell_um: 20.2
  vias: 1599
  wl_met1_mm: 2.42
  drt_pass1_iterations: 4
  top_layer: "met4"
  ant_nets: 0
die:
  die_area_mm2: 0.00672
  die_w_um: 82
  initCoreUtil_pct: 18.9
  core_mm2: 0.00369
  num_rows: 22
  dieHeight_um: 82
  ios: 164
global_route:
  grt.overflow.total: 0
  grt_use_total_pct: 17.3
  antenna_found_initial: 2
  grt_pass1_wl_mm: 8.96
  grt_pass1_vias: 1606
  grt_max_degree: 13
clocking:
  cts_hold_buf: 0
  cts_setup_buffers: 0
outcome:
  status: "finished clean"
synthesized netlist by cell type:
cell	count	area, um^2
buf_2	6	30.0
a22oi_1	64	480
buf_6	6	67.6
nand2_1	32	120
layer usage:
layer,vias to the layer above,GRT usage [%]
met4,0,1.02
met1,710,19.1
met2,95,30.6
met5,-,0
met3,5,8.81
li1,789,-
critical path, delay by kind of cell:
| family | cells | cell delay, ns |
|---|---|---|
| AND-OR/OR-AND | 1 | 0.16 |
| AND/OR/NAND/NOR | 1 | 0.08 |
| buffers and inverters | 3 | 0.43 |
power by group:
| part | switching [mW] | leakage, nW | total [mW] | internal (mW) |
|---|---|---|---|---|
| registers | 0 | 0 | 0 | 0 |
| clock network | 0 | 0.0000127 | 0.000000223 | 0.000000223 |
| logic | 0.274 | 1.47 | 0.792 | 0.518 |
| total | 0.274 | 1.47 | 0.792 | 0.518 |
kinds of logic (layout without fill, tap and decap cells):
logic type / Yosys count / count (layout)
AND-OR/OR-AND: 64 / 64
other: 0 / 2
AND/OR/NAND/NOR: 32 / 32
buffers and inverters: 12 / 182
metrics by stage:
stage / instances / hold WS (ns) / area, um^2 / setup slack, ns / util (%)
after CTS: 322 / 0.875 / 2280 / 0.000425 / 61.9
after global placement: 317 / 1.47 / 2410 / -0.676 / 65.3
after detailed placement: 317 / 1.48 / 2410 / -0.671 / 65.3
after global routing: 328 / 0.781 / 2560 / -0.0194 / 69.4
final: 328 / 0.758 / 2560 / 0.0423 / 69.4
after floorplan: 108 / 0.552 / 698 / 0.387 / -
timing repair:
action,CTS,global route
endpoints found under the setup margin,32,29
pin swaps,94,41
cloned,5,4
gates resized,233,54
area by class of cell:
type                       instances  share of cell area, %
timing repair buffer             182                   68.7
multi-input combinational         96                   28.7
antenna                            2                  0.196
tap                               48                   2.35
worst max-delay path by stage:
stage,end,slack [ns],cells after the start
6_report,data_o[2],0.04,5
5_1_grt,data_o[2],-0.02,5
4_1_cts,data_o[12],0.0004,4
Power figures rest on the tool's default switching activity, not on a simulated workload.
