File: design.v
interface data_req_if #(
    parameter int unsigned DataWidth = 32,
    parameter int unsigned AddrWidth = 32
);
    logic                 valid;
    logic                 ready;
    logic [AddrWidth-1:0] addr;
    logic [DataWidth-1:0] data;
    logic                 wr;
    logic                 rd;
    modport in  (
        input valid,
        output ready,
        input addr,
        input data,
        input wr,
        input rd
    );
    modport out (
        output valid,
        input ready,
        output addr,
        output data,
        output wr,
        output rd
    );
endinterface
interface data_res_if #(
    parameter int unsigned DataWidth = 64
);
    logic                 valid;
    logic                 ready;
    logic                 error;
    logic [DataWidth-1:0] data;
    modport in  (
        input valid,
        output ready,
        input error,
        input data
    );
    modport out (
        output valid,
        input ready,
        output error,
        output data
    );
endinterface
interface tag_data_if #(
    parameter int unsigned TagWidth = 18
);
    logic [TagWidth-1:0] tag;
    logic                valid;
    modport in  (
        input tag,
        input valid
    );
    modport out (
        output tag,
        output valid
    );
endinterface
interface axi_req_if #(
    parameter int unsigned AddrWidth = 32,
    parameter int unsigned DataWidth = 64
);
    logic                 valid;
    logic                 done;
    logic                 ready;
    logic [AddrWidth-1:0] addr;
    logic [DataWidth-1:0] data;
    modport master (
        output valid,
        output done,
        input  ready,
        output addr,
        output data
    );
    modport slave (
        input  valid,
        input  done,
        output ready,
        input  addr,
        input  data
    );
endinterface  
interface mem_if #(
    parameter int unsigned NumBanks     = 4,
    parameter int unsigned DataBusWidth = 64,
    parameter int unsigned AddrWidth    = 10
);
    logic [NumBanks-1:0]         en;
    logic [(DataBusWidth/8)-1:0] we;
    logic [AddrWidth-1:0]        addr;
    logic [DataBusWidth-1:0]     din;
    logic [DataBusWidth-1:0]     dout[NumBanks];
    modport master (
        output en,
        output we,
        output addr,
        output din,
        input  dout
    );
    modport slave (
        input  en,
        input  we,
        input  addr,
        input  din,
        output dout
    );
endinterface  
module fetch #(
    parameter int unsigned XLEN = 32
) (
    input             clk_i,
    input             rst_i,
    input             en_i,
    input             stall_i,
    input             branch_i,
    input  [XLEN-1:0] branch_pc_i,
    input  [XLEN-1:0] reset_pc_i,
    output            valid_o,
    output [XLEN-1:0] pc_o
);
    logic [XLEN-1:0] pc_next;
    logic [XLEN-1:0] pc_out;
    logic            pc_valid;
    logic            valid_pipe;
    pc #(
        .XLEN(XLEN)
    ) u_pc (
        .clk_i(clk_i),
        .rst_i(rst_i),
        .en_i(en_i & ~stall_i),
        .pc_i(pc_next),
        .reset_pc_i(reset_pc_i),
        .valid_o(pc_valid),
        .pc_o(pc_out)
    );
    assign pc_next = branch_i ? branch_pc_i : (pc_out + 32'h8);
    pipeline_skid_buffer #(
        .DataWidth(XLEN)
    ) u_pc_pipe_buffer (
        .clk_i(clk_i),
        .rst_i(rst_i),
        .valid_i(pc_valid & ~stall_i),
        .data_i(pc_out),
        .ready_o( ),
        .ready_i(~stall_i),
        .valid_o(valid_pipe),
        .data_o(pc_o)
    );
    assign valid_o = valid_pipe;
endmodule
module pc #(
    parameter int unsigned XLEN = 32
) (
    input             clk_i,
    input             rst_i,
    input             en_i,
    input  [XLEN-1:0] pc_i,
    input  [XLEN-1:0] reset_pc_i,
    output            valid_o,
    output [XLEN-1:0] pc_o
);
    logic [XLEN-1:0] pc_q;
    logic            valid;
    always_ff @(posedge clk_i) begin
        if (rst_i) begin
            pc_q  <= reset_pc_i;
            valid <= 1'b0;
        end else if (en_i) begin
            pc_q  <= pc_i;
            valid <= 1'b1;
        end else if (!en_i) begin
            valid <= 1'b0;
        end
    end
    assign pc_o    = pc_q;
    assign valid_o = valid;
endmodule
module pipeline_skid_buffer #(
    parameter int unsigned DataWidth = 32
) (
    input                  clk_i,
    input                  rst_i,
    input                  valid_i,
    input  [DataWidth-1:0] data_i,
    output                 ready_o,
    input                  ready_i,
    output                 valid_o,
    output [DataWidth-1:0] data_o
);
    typedef enum logic {
        StPipe = 1'b0,
        StSkid = 1'b1
    } state_e;
    state_e               state_q;
    logic [DataWidth-1:0] data_q, data_buff_q;
    logic                 valid_q, ready_q;
    logic                 ready;
    assign ready   = ready_i || ~valid_q;
    assign ready_o = ready_q;
    assign data_o  = data_q;
    assign valid_o = valid_q;
    always_ff @(posedge clk_i) begin
        if (rst_i) begin
            state_q     <= StPipe;
            data_q      <= '0;
            data_buff_q <= '0;
            valid_q     <= 1'b0;
            ready_q     <= 1'b0;
        end
        else begin
            unique case (state_q)
                StPipe : begin
                    if (ready) begin
                        data_q  <= data_i;
                        valid_q <= valid_i;
                        ready_q <= 1'b1;
                    end
                    else if (valid_i) begin
                        data_buff_q <= data_i;
                        ready_q     <= 1'b0;
                        state_q     <= StSkid;
                    end
                end
                StSkid : begin
                    if (ready_i) begin
                        data_q  <= data_buff_q;
                        valid_q <= 1'b1;
                        ready_q <= 1'b1;
                        state_q <= StPipe;
                    end
                end
            endcase
       end
    end
endmodule
File: constraint.sdc
current_design fetch

set clk_period 5.9
set clk_io_pct 0.2

create_clock -name clk0 -period $clk_period [get_ports {clk_i}]

set non_clock_inputs [all_inputs -no_clocks]
set_input_delay [expr $clk_period * $clk_io_pct] -clock clk0 $non_clock_inputs
set_output_delay [expr $clk_period * $clk_io_pct] -clock clk0 [all_outputs]
File: config.mk
export PLATFORM = sky130hd
export DESIGN_NAME = fetch
export DESIGN_NICKNAME = fetch
export VERILOG_FILES = /design/flow/design.v
export SDC_FILE = /design/flow/constraint.sdc
export NUM_CORES = 4
export LEC_CHECK = 1
export CORE_UTILIZATION = 50
File: run.sh
#!/bin/bash
# OpenROAD 26Q1-2900-gdf79404cd8, Yosys 0.63+post, stock flow scripts
make -C /OpenROAD-flow-scripts/flow DESIGN_CONFIG=/design/flow/config.mk WORK_HOME=/design/flow/orfs finish
==> impl_metrics.env <==
# yosys + openroad results
export IMPL_run_status="complete, no violations"
export IMPL_max_slew_margin_rel=0.526
export IMPL_drive_above_1_share=0.0716
export IMPL_final_antenna_net_count=0
export IMPL_critical_path_cell_chain="buf_4 > clkinv_1 > nand2_1 > buf_4"
export IMPL_synthesis_instances=437
export IMPL_timing_clock_skew_ns=0.0184
export IMPL_timing_setup_tns_ns=0
export IMPL_io_buffers=101
export IMPL_worst_slew_pin_slew_ns=0.708
export IMPL_internal_power_w=0.00103
export IMPL_cts_tree="built"
export IMPL_placementRows=34
export IMPL_htree_levels=3
export IMPL_timing_critical_path_slowest_cell_delay_ns=0.59
export IMPL_timing_hold_worst_class="flip-flop to flip-flop"
export IMPL_critical_path_startpoint="rst_i"
export IMPL_post_cts_setup_buffers=0
export IMPL_drc=0
export IMPL_timing_critical_path_fanout_max=40
export IMPL_final_comb_area_mm2=0.00201
export IMPL_grt_max_degree=70
export IMPL_floorplan_initialDensity=0.514
export IMPL_launch_point_of_the_worst_hold_path="u_pc_pipe_buffer.data_buff_q[26]"
export IMPL_power_density_cell_area_mw_per_mm2=243
export IMPL_yosysTopAreaCell="sky130_fd_sc_hd__dfxtp_1"
export IMPL_synth_top_cell_area_share=0.302
export IMPL_grt_ovfl_total=0
export IMPL_first_global_vias=3149
export IMPL_most_common_library_cell_in_the_layout_ignoring_fill_and_taps="sky130_fd_sc_hd__clkdlybuf4s50_1"
export IMPL_count_of_library_flops_with_an_enable_pin=32
export IMPL_final_layout_top_logic_cells="sky130_fd_sc_hd__clkdlybuf4s50_1, sky130_fd_sc_hd__dfxtp_1, sky130_fd_sc_hd__nor2_1"
export IMPL_startpoint_type="input pin"
export IMPL_sequential_area_mm2=0.00230
export IMPL_routed_wl_um=9790
export IMPL_yosys_area_mm2=0.00444
export IMPL_routed_via_count=3428
export IMPL_dr_first_iter_drc_count=84
export IMPL_synth_async_reset_ratio=0
export IMPL_area_growth_syn_to_layout_pct=28.7
export IMPL_cts_made_buffers=9
export IMPL_r2r_slack_ns=3.76
export IMPL_power_ir_vdd_worst_mv=0.145
export IMPL_clk_pin_slew_worst_setup_hold_paths_ns=0.09
export IMPL_post_synth_cell_area_avg_um2=10.2
export IMPL_ys_warnings_count=2
export IMPL_power_frac_seq=0.570
export IMPL_antenna_diode_count=0
export IMPL_critical_path_buf_inv_count=3
export IMPL_comb_power_share=0.134
export IMPL_dieWidth_um=96.2
export IMPL_crit_path_frequent_cell="sky130_fd_sc_hd__buf_4"
export IMPL_clk_buf_depth=2
export IMPL_grt_setup_unrepaired="false"
export IMPL_ctsHoldBuffers=0
export IMPL_synth_cell_type_count=42
export IMPL_drt_pass1_iter_count=4
export IMPL_post_synth_instance_area_mm2=0.00444
export IMPL_routed_via_density=5.36
export IMPL_filler_cells=710
export IMPL_die_h_um=96.2
export IMPL_synth_flops=99
export IMPL_ys_flop_type="sky130_fd_sc_hd__dfxtp_1"
export IMPL_placeableCoreArea_mm2=0.00864
export IMPL_ys_cells=437
export IMPL_wl_per_cell_um=15.3
export IMPL_grt_first_pass_wirelength_um=15100
export IMPL_post_dp_hpwl_um=6670
export IMPL_cts_root_buf="sky130_fd_sc_hd__clkbuf_8"
export IMPL_leakagePower_nw=2.05
export IMPL_worstSetupEndpointType="flip-flop"
export IMPL_post_cts_resize_count=0
export IMPL_main_area_contributors_after_synthesis="sky130_fd_sc_hd__dfxtp_1, sky130_fd_sc_hd__edfxtp_1, sky130_fd_sc_hd__mux2i_1, sky130_fd_sc_hd__a211oi_1, sky130_fd_sc_hd__nor2b_1"
export IMPL_final_min_period_over_clock_period=0.483
export IMPL_grt_antenna_before_repair=0
export IMPL_globalRouteTotalUtil=0.227
export IMPL_clockPowerShare=0.297
export IMPL_max_freq_mhz=351
export IMPL_cp_slowest_cell="sky130_fd_sc_hd__nand2_1"
export IMPL_regToRegStartpoint="u_pc.pc_q[3]"
export IMPL_pin_count=102
export IMPL_gpl_final_weighted_congestion=0.851
export IMPL_crit_type="input pin to flip-flop"
export IMPL_clock_sinks=99
export IMPL_fin_crit_ns=2.85
export IMPL_floorplan_die_area_mm2=0.00925
export IMPL_netSwitchingFraction=0.260
export IMPL_cpLargestDelayFamily="buffers and inverters"
export IMPL_worst_ep_required_time_ns=5.95
export IMPL_cp_arrival_ns=2.90
export IMPL_p_switching_w=0.000361
export IMPL_drv_cap=0
export IMPL_finalPower_w=0.00139
export IMPL_setup_viol=0
export IMPL_insertion_delay_ns=0.37
export IMPL_yosys_stat_seqShare=0.519
export IMPL_timing_final_max_slew_violations=0
export IMPL_hold_viol=0
export IMPL_tool_warnings=26
## state kept, by name, indices dropped and copies added (netlist names)
name / flops
u_pc.pc_q: 32
u_pc_pipe_buffer.data_buff_q: 32
u_pc_pipe_buffer.data_q: 32
u_pc.valid: 1
u_pc_pipe_buffer.state_q: 1
u_pc_pipe_buffer.valid_q: 1
## cell type report
class / count / share of cell area
flip-flops and latches: 99 / 0.403
multi-input cells: 303 / 0.352
repair buffers: 107 / 0.185
well taps: 108 / 0.0237
clock buffers: 9 / 0.0217
clock inverters: 7 / 0.0103
inverters: 6 / 0.00394
## worst paths after layout
check,to,cells past startpoint
max,u_pc.pc_q[12],4
min,u_pc_pipe_buffer.data_buff_q[26],1
max reg2reg,u_pc.pc_q[27],6
min reg2reg,u_pc_pipe_buffer.data_buff_q[26],1
## stage by stage
step	hold WS, ns	area [µm²]	utilization	instances	worst slack, ns
after floorplan	0.438	4440	-	437	3.17
after global placement	0.452	5530	0.640	623	2.73
after detailed placement	0.456	5530	0.640	623	2.69
after CTS	0.473	5710	0.661	639	3.08
after global routing	0.477	5710	0.661	639	2.95
final	0.471	5710	0.661	639	3.05
## cells in the mapped netlist, drive strengths merged (9+ instances only)
| master | count |
|---|---|
| a211oi | 32 |
| a21oi | 12 |
| a22oi | 11 |
| clkbuf | 23 |
| dfxtp | 67 |
| edfxtp | 32 |
| mux2i | 37 |
| nand2 | 25 |
| nor2 | 46 |
| nor2b | 33 |
| nor3 | 9 |
| o21ai | 20 |
| xnor2 | 16 |
## logic make-up (layout without fill, tap and decap cells)
family / count (synthesis) / after routing / share of synthesized area
AOI/OAI and AO/OA: 91 / 91 / 0.137
xor gates and xnor gates: 21 / 21 / 0.0415
adders and majority gates: 1 / 1 / 0.00282
buffers and inverters: 35 / 129 / 0.0302
DFF: 99 / 99 / 0.519
muxes: 38 / 38 / 0.0860
and+or+nand+nor: 152 / 152 / 0.183
## layer usage
layer / share of wire / GRT usage
met3: 0.074 / 0.0739
met4: 0.0099 / 0.0236
met2: 0.44 / 0.339
met5: 0 / 0
met1: 0.47 / 0.352
## power groups by stage
stage,clock [W],combinational [W],sequential [W]
after CTS,0.000422,0.000188,0.000790
after global routing,0.000446,0.000206,0.000796
final,0.000411,0.000185,0.000789
Power figures rest on the tool's default switching activity, not on a simulated workload.
